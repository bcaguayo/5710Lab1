### flow/design.v
`timescale 1ns / 1ps
`default_nettype none
module lc4_divider(input  wire [15:0] i_dividend,
                   input  wire [15:0] i_divisor,
                   input  wire [15:0] i_remainder,
                   input  wire [15:0] i_quotient,
                   output wire [15:0] o_dividend,
                   output wire [15:0] o_remainder,
                   output wire [15:0] o_quotient);
      wire[15:0] dividend [15:0];
      wire[15:0] remainder [15:0];
      wire[15:0] quotient [15:0];
      lc4_divider_one_iter lc4d0(.i_dividend(i_dividend[15:0]),.i_divisor(i_divisor[15:0]),.i_remainder(16'b0),.i_quotient(16'b0),.o_dividend(dividend[0]),.o_remainder(remainder[0]),.o_quotient(quotient[0]));
      genvar i;
      for (i=0; i<=14; i=i+1) begin
          lc4_divider_one_iter lc4d(.i_dividend(dividend[i]),.i_divisor(i_divisor[15:0]),.i_remainder(remainder[i]),.i_quotient(quotient[i]),.o_dividend(dividend[i+1]),.o_remainder(remainder[i+1]),.o_quotient(quotient[i+1]));
      end
      assign o_remainder[15:0] = remainder[15];
      assign o_quotient[15:0] = quotient[15];
      assign o_dividend[15:0] = dividend[15];
endmodule  
module lc4_divider_one_iter(input  wire [15:0] i_dividend,
                            input  wire [15:0] i_divisor,
                            input  wire [15:0] i_remainder,
                            input  wire [15:0] i_quotient,
                            output wire [15:0] o_dividend,
                            output wire [15:0] o_remainder,
                            output wire [15:0] o_quotient);
      wire[15:0] w=16'b0;
      wire[15:0] s_reminder = i_remainder << 1 | (i_dividend >> 15 & 16'd1);
      wire[15:0] p_reminder = s_reminder - i_divisor;
      assign o_remainder = (i_divisor == 16'd0)? w : (s_reminder < i_divisor) ? s_reminder : p_reminder;
      assign o_dividend = (i_divisor == 16'd0)? w : i_dividend << 1;
      wire[15:0] s_quotient = i_quotient << 1;
      wire[15:0] p_quotient = s_quotient | 16'd1;
      assign o_quotient = (i_divisor == 16'd0)? w : (s_reminder < i_divisor) ? s_quotient : p_quotient;
endmodule
`timescale 1ns / 1ps
`default_nettype none
module srlmod(input wire [15:0]  insn, reg_1,
              output wire [15:0] out);
      wire[15:0] shifter = {12'h000, insn[3:0]};
      wire [15:0] s_shift = $signed(reg_1) >>> shifter;
      assign out = (insn[5:4] == 2'b00) ? reg_1 << shifter  :         
                   (insn[5:4] == 2'b01) ? s_shift           :         
                   (insn[5:4] == 2'b10) ? reg_1 >> shifter  :         
                   16'h0000;
endmodule
module lc4_alu(input wire [15:0]  i_insn,
               input wire [15:0]  i_pc,
               input wire [15:0]  i_r1data,
               input wire [15:0]  i_r2data,
               output wire [15:0] o_result);
      wire[3:0] ins15_12 = i_insn[15:12];
      wire [15:0] w_default = 16'h0000;
      wire [15:0] b_out;
      wire [15:0] s_ext = {{7{i_insn[8]}}, i_insn[8:0]};
      wire [15:0] imm = {{11{i_insn[4]}}, i_insn[4:0]};
      wire [15:0] in_2 = (i_insn[5] == 1'd1) ? imm : 
                         (i_insn[5:3] == 3'b010) ? ~i_r2data : i_r2data;
      wire carry = (i_insn[15:12] == 4'b1 & i_insn[5] == 1'b1) ? 1'b0 : 
                  (i_insn[15:12] == 4'b1 & i_insn[5:3] == 3'b010) ? 1'b1 : 
                  (i_insn[15:12] == 4'b1 & i_insn[5:3] == 3'b000) ? 1'b0 : 1'b0;
      wire [15:0] dividend;
      wire [15:0] remainder;
      wire [15:0] quotient;
      lc4_divider divD(.i_dividend(i_r1data), .i_divisor(i_r2data), .i_remainder(16'b0), .i_quotient(16'b0),
                       .o_dividend(dividend), .o_remainder(remainder), .o_quotient(quotient));
      wire [15:0] sign_1 = ($signed(i_r1data) <  $signed(i_r2data)) ? 16'hFFFF : 
                           ($signed(i_r1data) == $signed(i_r2data)) ? 16'h0000 : 16'h0001;
      wire [15:0] sign_2 = (i_r1data < i_r2data) ? 16'hFFFF : (i_r1data == i_r2data) ? 16'h0000 : 16'h0001;
      wire [15:0] s_extn = {{9{i_insn[6]}}, i_insn[6:0]};
      wire [15:0] sign_3 = ($signed(i_r1data) <  $signed(s_extn)) ? 16'hFFFF : 
                           ($signed(i_r1data) == $signed(s_extn)) ? 16'h0000 : 16'h0001;
      wire [15:0] z_ext = {9'd0, i_insn[6:0]};
      wire [15:0] sign_4 = (i_r1data < z_ext) ? 16'hFFFF : (i_r1data == z_ext) ? 16'h0000 : 16'h0001;
      wire [15:0] cmp = (i_insn[8:7] == 2'b00) ? sign_1 : 
                        (i_insn[8:7] == 2'b01) ? sign_2 :
                        (i_insn[8:7] == 2'b10) ? sign_3 : sign_4;
      wire [15:0] jsr =  {i_pc[15], i_insn[10:0], 4'h0};
      wire [15:0] jsrr = (i_insn[11] == 1'b0) ? i_r1data : jsr;
      wire [15:0] o_anxo = (i_insn[4:3] == 2'b00) ? i_r1data & i_r2data :      
                           (i_insn[4:3] == 2'b01) ? ~i_r1data :                
                           (i_insn[4:3] == 2'b10) ? i_r1data | i_r2data :      
                            i_r1data ^ i_r2data;                               
      wire [15:0] s_extl  = {{11{i_insn[4]}}, i_insn[4:0]};
      wire [15:0] o_logic = (i_insn[5] == 1'b1) ? (i_r1data & s_extl) : o_anxo;
      wire [15:0] s_exdr = {{10{i_insn[5]}}, i_insn[5:0]};
      wire [15:0] rti = i_r1data;
      wire [15:0] constt = {{7{i_insn[8]}}, i_insn[8:0]};
      wire [15:0] s_out;
      srlmod srm(.insn(i_insn), .reg_1(i_r1data), .out(s_out));
      wire [15:0] s_lrm = (i_insn[5:4] == 2'b11) ? remainder : s_out;
      wire [15:0] im11b =  {{5{i_insn[10]}}, i_insn[10:0]};
      wire [15:0] hconst = {i_insn[7:0], i_r1data[7:0]};
      wire [15:0] trap = {8'h80, i_insn[7:0]};
      wire [15:0] ain = (ins15_12 == 4'h0) ? i_pc : 
                        (ins15_12 == 4'h1) ? i_r1data : 
                        (ins15_12 == 4'h6) ? i_r1data : 
                        (ins15_12 == 4'h7) ? i_r1data : 
                        (ins15_12 == 4'hC) ? i_pc : w_default;
      wire [15:0] bin = (ins15_12 == 4'h0) ? s_ext : 
                        (ins15_12 == 4'h1) ? in_2  : 
                        (ins15_12 == 4'h6) ? s_exdr : 
                        (ins15_12 == 4'h7) ? s_exdr : 
                        (ins15_12 == 4'hC) ? im11b : w_default;
      wire carryin = (ins15_12 == 4'h0) ? 16'd1 : 
                     (ins15_12 == 4'h1) ? carry : 
                     (ins15_12 == 4'hC) ? 16'd1 : 16'd0;
      wire [15:0] cla_result;
      cla16 c(.a(ain), .b(bin), .cin(carryin), .sum(cla_result));
      wire [15:0] a_out = (i_insn[5] == 1'b1) ? cla_result : 
                          (i_insn[3] == 1'b0) ? cla_result : 
                          (i_insn[4] == 1'b0) ? i_r1data * i_r2data : quotient;
      wire [15:0] jmpr = (i_insn[11] == 1'b0) ? i_r1data : cla_result;
      assign o_result = (ins15_12 == 4'h0) ? cla_result : 
                        (ins15_12 == 4'h1) ? a_out : 
                        (ins15_12 == 4'h2) ? cmp : 
                        (ins15_12 == 4'h4) ? jsrr : 
                        (ins15_12 == 4'h5) ? o_logic : 
                        (ins15_12 == 4'h6) ? cla_result : 
                        (ins15_12 == 4'h7) ? cla_result : 
                        (ins15_12 == 4'h8) ? rti :            
                        (ins15_12 == 4'h9) ? constt : 
                        (ins15_12 == 4'hA) ? s_lrm :
                        (ins15_12 == 4'hC) ? jmpr :
                        (ins15_12 == 4'hD) ? hconst :
                        (ins15_12 == 4'hF) ? trap : w_default;
endmodule
`timescale 1ns / 1ps
`default_nettype none
module gp1(input wire a, b,
           output wire g, p);
   assign g = a & b;
   assign p = a | b;
endmodule
module gp4(input wire [3:0] gin, pin,
           input wire cin,
           output wire gout, pout,
           output wire [2:0] cout);
  assign pout = &pin;
  assign gout = gin[3] | pin[3] & gin[2] | pin[3] & pin[2] & gin[1] |
                pin[3] & pin[2] & pin[1] & gin[0];
  assign cout[0] = gin[0] | pin[0] & cin;
  assign cout[1] = gin[1] | pin[1] & gin[0] | pin[1] & pin[0] & cin;
  assign cout[2] = gin[2] | pin[2] & gin[1] | 
                   pin[2] & pin[1] & gin[0] | pin[2] & pin[1] & pin[0] & cin;
endmodule
module cla16(input wire [15:0]  a, b,
             input wire         cin,
             output wire [15:0] sum);
   wire [15:0] gin,pin;
   wire [3:0] gout,pout;
   wire [16:0] cout;
   genvar i;
   for (i = 0; i < 16; i=i + 1) begin
      gp1 gpa (.a(a[i]),.b(b[i]),.g(gin[i]),.p(pin[i]));
   end
   assign cout[0]=cin;
   gp4 cla1 (.gin(gin[3:0]),.pin(pin[3:0]),.cin(cin),.gout(gout[0]),.pout(pout[0]),.cout(cout[3:1]));
   gp4 cla2 (.gin(gin[7:4]),.pin(pin[7:4]),.cin(cout[4]),.gout(gout[1]),.pout(pout[1]),.cout(cout[7:5]));
   gp4 cla3 (.gin(gin[11:8]),.pin(pin[11:8]),.cin(cout[8]),.gout(gout[2]),.pout(pout[2]),.cout(cout[11:9]));
   gp4 cla4 (.gin(gin[15:12]),.pin(pin[15:12]),.cin(cout[12]),.gout(gout[3]),.pout(pout[3]),.cout(cout[15:13]));
   assign cout[4]=gout[0] | pout[0] & cout[3];
   assign cout[8]=gout[1] | pout[1] & cout[7];
   assign cout[12]=gout[2] | pout[2] & cout[11];
   assign cout[16]=gout[3] | pout[3] & cout[15];
   assign sum=a^b^cout;
endmodule
module gpn
  #(parameter N = 4)
  (input wire [N-1:0] gin, pin,
   input wire  cin,
   output wire gout, pout,
   output wire [N-2:0] cout);
   genvar i;
   reg p, g;
   reg [N-1:0] c;
   always @* begin
      p = pin[0];
      g = gin[0];
      c[0] = gin[0] | pin[0] & cin;
   end
   for (i=1; i<=N-1; i=i+1) begin
      always @(N) begin
         p = p & pin[i];
         g = gin[i] | (pin[i] & g);
         c[i] = g | (p & c[i-1]);
      end
   end
   assign gout = g;
   assign pout = p;
   for (i=0; i<=N-2; i=i+1) begin
      assign cout[i] = c[i];
   end 
endmodule
### flow/run.sh
#!/bin/bash
# OpenROAD 26Q1-2900-gdf79404cd8, Yosys 0.63+post, stock flow scripts
make -C /OpenROAD-flow-scripts/flow DESIGN_CONFIG=/design/flow/config.mk WORK_HOME=/design/flow/orfs finish
### flow/config.mk
export PLATFORM = sky130hd
export DESIGN_NAME = lc4_alu
export DESIGN_NICKNAME = lc4_alu
export VERILOG_FILES = /design/flow/design.v
export SDC_FILE = /design/flow/constraint.sdc
export NUM_CORES = 4
export LEC_CHECK = 1
export CORE_UTILIZATION = 30
### flow/constraint.sdc
current_design lc4_alu

set clk_period 75.5
set clk_io_pct 0.2

create_clock -name clk0 -period $clk_period

set non_clock_inputs [all_inputs -no_clocks]
set_input_delay [expr $clk_period * $clk_io_pct] -clock clk0 $non_clock_inputs
set_output_delay [expr $clk_period * $clk_io_pct] -clock clk0 [all_outputs]
==> reports/README.md <==
| Step | Item | Reported |
|---|---|---|
| yosys | Register share after synthesis | 0% |
| cts | Hold-fix buffers, CTS | 0 |
| floorplan | Die area | 0.0812 sq mm |
| final timing | Slew Limit Fails | 0 |
| global routing | Pin count of the biggest net entering global routing | 56 |
| route | Via count | 26.7k |
| cts | Post-CTS repair timing setup buffer count | 0 |
| yosys | Library cell with the largest summed area after synthesis | sky130_fd_sc_hd__ha_1 |
| cts | Cell resize tally after clock tree synthesis | 0 |
| yosys | Distinct lib cells used | 97 |
| cells and area | Footprint of the flip-flops and latches | 0 sq um |
| yosys | Average size of a mapped cell | 6.71 sq um |
| yosys | Synthesized netlist cell count | 3579 |
| global routing | Via count of the first global-routing pass | 25.4k |
| floorplan | Fraction of the core area occupied by cells at floorplan | 30.4% |
| route | Total inserted antenna cells | 0 |
| worst hold path | Min-Delay Endpoint | o_result[12] |
| cells and area | Count of clock buffers in the final design | 0 |
| final timing | Worst relative slew slack | 28.5% |
| critical path | Worst setup path category | input pin to output pin |
| critical path | Crit-path max cell delay | 820 ps |
| yosys | Summed standard-cell area reported by yosys | 0.0240 sq mm |
| yosys | Syn. warnings | 1 |
| cells and area | FFs & Latches | 0 |
| floorplan | Die span in x | 285 um |
| final timing | Post-Route Setup TNS | 0 ps |
| cells and area | Post-layout instance count excluding filler cells | 4635 |
| route | Final routed DRC violation total | 0 |
| status | Run status | finished clean |
| global routing | Total global-route track usage | 25.0% |
| run | Max-Cap Viols | 0 |
| route | Avg WL per Cell | 21.8 um |
| final timing | Slew at the pin closest to its max-slew limit | 1060 ps |
| yosys | Synthesized area | 0.0240 sq mm |
| cells and area | FILL cells | 8533 |
| yosys | Main area contributors | sky130_fd_sc_hd__ha_1, sky130_fd_sc_hd__fa_1, sky130_fd_sc_hd__nor2_1, sky130_fd_sc_hd__a21oi_1, sky130_fd_sc_hd__nand2_1 |
| global routing | Number of antenna violations at the first check in global routing | 2 |
| worst hold path | Worst hold stages | 6 |
| critical path | Max Fanout on Critical Path | 23 |
| yosys | Proportion of netlist area held by the largest area contributor | 19.5% |
| route | Number of design-rule violations left by the first detailed-router iteration | 2495 |
| critical path | Origin of the worst setup path | i_r2data[7] |
| placed design | Final weighted congestion in routability-driven placement | 1.07 |
| floorplan | Number of cell rows | 103 |
| placed design | Detailed placement HPWL | 75.8 mm |
| final timing | Clock period minus worst slack | 71760 ps |
| critical path | CP Launch Type | input pin |
| cells and area | Synth-to-Final Area Change | 9.02% |
| placed design | Port bufs | 80 |
| final timing | Final setup violating endpoints | 0 |
| floorplan | Die Y-Extent | 285 um |
| final timing | Tcrit/Tclk final | 95.0% |
| route | Post-Route WL | 101 mm |
| route | Post-route ant nets | 0 |
| floorplan | CORE AREA | 0.0791 sq mm |
| yosys | Number of cells in Yosys stat | 3579 |
| critical path | Worst path slowest cell | sky130_fd_sc_hd__clkdlybuf4s50_1 |
| worst hold path | Hold Path Origin | i_insn[4] |
| route | Post-detailed-route via-to-cell ratio | 5.77 |
| final timing | Max Freq | 13.9 MHz |
| global routing | Global-route wire length before repair | 155 mm |
| placed design | Total instance count after detailed placement | 4635 |
| final timing | Final tally of hold violations | 0 |
| critical path | Library cell appearing most often on the critical path | sky130_fd_sc_hd__o21ai_0 |
| route | Number of detailed-route iterations in the first pass | 7 |
| critical path | Arrival time at the worst endpoint | 56660 ps |
| run | Count of warning messages emitted by the tools | 90 |
| final timing | Setup repair after global routing missed its margin | no |
| critical path | CP endpoint kind | output pin |
| cells and area | Share of layout cells above drive strength 1 | 4.85% |
| floorplan | Number of I/O pins | 80 |
| worst hold path | Worst min path class | input pin to output pin |
| global routing | Overflow left after global routing | 0 |
| critical path | CP Data Required Time | 60400 ps |
[placed cells by master (no fill, tap or decap), drive strengths merged, types with 75 or more instances in the layout]
| master | instances |
|---|---|
| a21oi | 331 |
| nor2 | 443 |
| a21o | 89 |
| xnor2 | 147 |
| ha | 375 |
| o21ai | 273 |
| clkdlybuf4s50 | 75 |
| nand2 | 363 |
| inv | 309 |
| buf | 98 |
| fa | 99 |
[area by class of cell]
cell class                      count  area (sq um)  share of cell area (%)
Multi-Input combinational cell   3091         22200                    84.8
Timing Repair Buffer              173          1470                    5.63
Tap cell                         1050          1310                    5.02
Inverter                          321          1200                    4.60
[stage by stage]
stage | util, % | hold WS [ps] | cell area (sq um) | setup WS (ps)
after floorplan | - | 30440 | 24000 | 9940
after global placement | 33.1 | 31380 | 26200 | 4700
after detailed placement | 33.1 | 31370 | 26200 | 4370
after CTS | 33.1 | 31380 | 26200 | 4150
after global routing | 33.1 | 31430 | 26200 | 206
final | 33.1 | 31420 | 26200 | 3740
[per-layer routing]
| layer | vias to the layer above | wire [um] | GRT usage (%) |
|---|---|---|---|
| met2 | 1212 | 43700 | 39.0 |
| met5 | - | 17 | 0 |
| met1 | 12400 | 42700 | 34.0 |
| li1 | 12800 | - | - |
| met3 | 291 | 8550 | 4.04 |
| met4 | 4 | 6210 | 11.9 |
[Yosys cell counts, types with 10 or more instances]
cell type and instances:
sky130_fd_sc_hd__a211o_1 12, sky130_fd_sc_hd__a211oi_1 57, sky130_fd_sc_hd__a21boi_0 28, sky130_fd_sc_hd__a21o_1 89, sky130_fd_sc_hd__a21oi_1 329, sky130_fd_sc_hd__a221oi_1 15
sky130_fd_sc_hd__a22oi_1 24, sky130_fd_sc_hd__a311oi_1 11, sky130_fd_sc_hd__a31oi_1 44, sky130_fd_sc_hd__and2_1 43, sky130_fd_sc_hd__and3_1 21, sky130_fd_sc_hd__buf_1 29
sky130_fd_sc_hd__clkbuf_1 138, sky130_fd_sc_hd__clkinv_1 13, sky130_fd_sc_hd__fa_1 99, sky130_fd_sc_hd__ha_1 375, sky130_fd_sc_hd__inv_1 306, sky130_fd_sc_hd__mux2i_1 54
sky130_fd_sc_hd__mux4_2 10, sky130_fd_sc_hd__nand2_1 363, sky130_fd_sc_hd__nand2b_1 34, sky130_fd_sc_hd__nand3_1 50, sky130_fd_sc_hd__nand4_1 19, sky130_fd_sc_hd__nor2_1 443
sky130_fd_sc_hd__nor2b_1 21, sky130_fd_sc_hd__nor3_1 71, sky130_fd_sc_hd__nor4_1 16, sky130_fd_sc_hd__o211ai_1 42, sky130_fd_sc_hd__o21a_1 42, sky130_fd_sc_hd__o21ai_0 257
sky130_fd_sc_hd__o21ai_1 15, sky130_fd_sc_hd__o21bai_1 33, sky130_fd_sc_hd__o221ai_1 14, sky130_fd_sc_hd__o22a_1 17, sky130_fd_sc_hd__o22ai_1 16, sky130_fd_sc_hd__o31ai_1 17
sky130_fd_sc_hd__or2_2 16, sky130_fd_sc_hd__or3_1 12, sky130_fd_sc_hd__xnor2_1 147, sky130_fd_sc_hd__xor2_1 62
[cell families (layout without fill, tap and decap cells)]
| group | after synthesis | count (layout) | synth area share [%] |
|---|---|---|---|
| buffers and inverters | 494 | 494 | 7.80 |
| and+or+nand+nor | 1142 | 1142 | 21.0 |
| other | 1 | 7 | 0.0156 |
| xor gates and xnor gates | 209 | 209 | 7.62 |
| adders and majority gates | 480 | 480 | 28.0 |
| AOI/OAI and AO/OA | 1180 | 1180 | 31.9 |
| muxes | 73 | 73 | 3.61 |
[worst max-delay path by stage]
stage	to	slack, ps
after global routing	o_result[0]	210
after CTS	o_result[6]	4150
final	o_result[0]	3740
[worst max-delay path: cells and delay by family]
| family | cells | cell delay, ps |
|---|---|---|
| simple gates | 45 | 8640 |
| compound gates | 91 | 22430 |
| mux | 3 | 960 |
| fa+ha+maj | 18 | 5640 |
| xor+xnor | 2 | 270 |
| buf+inv | 13 | 3480 |
